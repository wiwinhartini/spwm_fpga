==> ./design.v <==
`timescale 1ns / 1ps
module LUT_bap(
    input clk_in ,
    output reg [11:0] sine_bap
    );
parameter SIZE = 407;     
reg [11:0] bap_value [SIZE-1:0];
integer i;
initial begin 
bap_value[0]=410;
bap_value[1]=410;
bap_value[2]=410;
bap_value[3]=410;
bap_value[4]=410;
bap_value[5]=411;
bap_value[6]=411;
bap_value[7]=412;
bap_value[8]=412;
bap_value[9]=413;
bap_value[10]=414;
bap_value[11]=415;
bap_value[12]=416;
bap_value[13]=417;
bap_value[14]=419;
bap_value[15]=420;
bap_value[16]=422;
bap_value[17]=423;
bap_value[18]=425;
bap_value[19]=427;
bap_value[20]=429;
bap_value[21]=431;
bap_value[22]=433;
bap_value[23]=435;
bap_value[24]=437;
bap_value[25]=439;
bap_value[26]=442;
bap_value[27]=444;
bap_value[28]=447;
bap_value[29]=450;
bap_value[30]=453;
bap_value[31]=455;
bap_value[32]=458;
bap_value[33]=462;
bap_value[34]=465;
bap_value[35]=468;
bap_value[36]=471;
bap_value[37]=475;
bap_value[38]=478;
bap_value[39]=482;
bap_value[40]=486;
bap_value[41]=489;
bap_value[42]=493;
bap_value[43]=497;
bap_value[44]=501;
bap_value[45]=505;
bap_value[46]=509;
bap_value[47]=514;
bap_value[48]=518;
bap_value[49]=522;
bap_value[50]=527;
bap_value[51]=531;
bap_value[52]=536;
bap_value[53]=540;
bap_value[54]=545;
bap_value[55]=550;
bap_value[56]=555;
bap_value[57]=560;
bap_value[58]=565;
bap_value[59]=570;
bap_value[60]=575;
bap_value[61]=580;
bap_value[62]=585;
bap_value[63]=590;
bap_value[64]=595;
bap_value[65]=601;
bap_value[66]=606;
bap_value[67]=612;
bap_value[68]=617;
bap_value[69]=623;
bap_value[70]=628;
bap_value[71]=634;
bap_value[72]=639;
bap_value[73]=645;
bap_value[74]=651;
bap_value[75]=657;
bap_value[76]=662;
bap_value[77]=668;
bap_value[78]=674;
bap_value[79]=680;
bap_value[80]=686;
bap_value[81]=692;
bap_value[82]=698;
bap_value[83]=704;
bap_value[84]=710;
bap_value[85]=716;
bap_value[86]=722;
bap_value[87]=728;
bap_value[88]=734;
bap_value[89]=740;
bap_value[90]=746;
bap_value[91]=753;
bap_value[92]=759;
bap_value[93]=765;
bap_value[94]=771;
bap_value[95]=777;
bap_value[96]=783;
bap_value[97]=790;
bap_value[98]=796;
bap_value[99]=802;
bap_value[100]=808;
bap_value[101]=815;
bap_value[102]=821;
bap_value[103]=827;
bap_value[104]=833;
bap_value[105]=839;
bap_value[106]=846;
bap_value[107]=852;
bap_value[108]=858;
bap_value[109]=864;
bap_value[110]=870;
bap_value[111]=877;
bap_value[112]=883;
bap_value[113]=889;
bap_value[114]=895;
bap_value[115]=901;
bap_value[116]=907;
bap_value[117]=913;
bap_value[118]=920;
bap_value[119]=926;
bap_value[120]=932;
bap_value[121]=938;
bap_value[122]=944;
bap_value[123]=950;
bap_value[124]=955;
bap_value[125]=961;
bap_value[126]=967;
bap_value[127]=973;
bap_value[128]=979;
bap_value[129]=985;
bap_value[130]=990;
bap_value[131]=996;
bap_value[132]=1002;
bap_value[133]=1007;
bap_value[134]=1013;
bap_value[135]=1019;
bap_value[136]=1024;
bap_value[137]=1030;
bap_value[138]=1035;
bap_value[139]=1040;
bap_value[140]=1046;
bap_value[141]=1051;
bap_value[142]=1056;
bap_value[143]=1061;
bap_value[144]=1066;
bap_value[145]=1071;
bap_value[146]=1076;
bap_value[147]=1081;
bap_value[148]=1086;
bap_value[149]=1091;
bap_value[150]=1096;
bap_value[151]=1100;
bap_value[152]=1105;
bap_value[153]=1110;
bap_value[154]=1114;
bap_value[155]=1118;
bap_value[156]=1123;
bap_value[157]=1127;
bap_value[158]=1131;
bap_value[159]=1135;
bap_value[160]=1139;
bap_value[161]=1143;
bap_value[162]=1147;
bap_value[163]=1151;
bap_value[164]=1155;
bap_value[165]=1158;
bap_value[166]=1162;
bap_value[167]=1165;
bap_value[168]=1169;
bap_value[169]=1172;
bap_value[170]=1175;
bap_value[171]=1178;
bap_value[172]=1181;
bap_value[173]=1184;
bap_value[174]=1187;
bap_value[175]=1190;
bap_value[176]=1193;
bap_value[177]=1195;
bap_value[178]=1198;
bap_value[179]=1200;
bap_value[180]=1202;
bap_value[181]=1205;
bap_value[182]=1207;
bap_value[183]=1209;
bap_value[184]=1211;
bap_value[185]=1213;
bap_value[186]=1214;
bap_value[187]=1216;
bap_value[188]=1217;
bap_value[189]=1219;
bap_value[190]=1220;
bap_value[191]=1222;
bap_value[192]=1223;
bap_value[193]=1224;
bap_value[194]=1225;
bap_value[195]=1226;
bap_value[196]=1226;
bap_value[197]=1227;
bap_value[198]=1227;
bap_value[199]=1228;
bap_value[200]=1228;
bap_value[201]=1229;
bap_value[202]=1229;
bap_value[203]=1229;
bap_value[204]=1229;
bap_value[205]=1229;
bap_value[206]=1228;
bap_value[207]=1228;
bap_value[208]=1228;
bap_value[209]=1227;
bap_value[210]=1227;
bap_value[211]=1226;
bap_value[212]=1225;
bap_value[213]=1224;
bap_value[214]=1223;
bap_value[215]=1222;
bap_value[216]=1221;
bap_value[217]=1220;
bap_value[218]=1218;
bap_value[219]=1217;
bap_value[220]=1215;
bap_value[221]=1214;
bap_value[222]=1212;
bap_value[223]=1210;
bap_value[224]=1208;
bap_value[225]=1206;
bap_value[226]=1204;
bap_value[227]=1202;
bap_value[228]=1200;
bap_value[229]=1197;
bap_value[230]=1195;
bap_value[231]=1192;
bap_value[232]=1190;
bap_value[233]=1187;
bap_value[234]=1184;
bap_value[235]=1181;
bap_value[236]=1178;
bap_value[237]=1175;
bap_value[238]=1172;
bap_value[239]=1169;
bap_value[240]=1166;
bap_value[241]=1162;
bap_value[242]=1159;
bap_value[243]=1155;
bap_value[244]=1152;
bap_value[245]=1148;
bap_value[246]=1144;
bap_value[247]=1140;
bap_value[248]=1136;
bap_value[249]=1133;
bap_value[250]=1128;
bap_value[251]=1124;
bap_value[252]=1120;
bap_value[253]=1116;
bap_value[254]=1112;
bap_value[255]=1107;
bap_value[256]=1103;
bap_value[257]=1098;
bap_value[258]=1093;
bap_value[259]=1089;
bap_value[260]=1084;
bap_value[261]=1079;
bap_value[262]=1074;
bap_value[263]=1069;
bap_value[264]=1064;
bap_value[265]=1059;
bap_value[266]=1054;
bap_value[267]=1049;
bap_value[268]=1044;
bap_value[269]=1038;
bap_value[270]=1033;
bap_value[271]=1028;
bap_value[272]=1022;
bap_value[273]=1017;
bap_value[274]=1011;
bap_value[275]=1005;
bap_value[276]=1000;
bap_value[277]=994;
bap_value[278]=988;
bap_value[279]=982;
bap_value[280]=977;
bap_value[281]=971;
bap_value[282]=965;
bap_value[283]=959;
bap_value[284]=953;
bap_value[285]=947;
bap_value[286]=941;
bap_value[287]=935;
bap_value[288]=928;
bap_value[289]=922;
bap_value[290]=916;
bap_value[291]=910;
bap_value[292]=904;
bap_value[293]=897;
bap_value[294]=891;
bap_value[295]=885;
bap_value[296]=878;
bap_value[297]=872;
bap_value[298]=866;
bap_value[299]=859;
bap_value[300]=853;
bap_value[301]=846;
bap_value[302]=840;
bap_value[303]=834;
bap_value[304]=827;
bap_value[305]=821;
bap_value[306]=814;
bap_value[307]=808;
bap_value[308]=802;
bap_value[309]=795;
bap_value[310]=789;
bap_value[311]=782;
bap_value[312]=776;
bap_value[313]=770;
bap_value[314]=763;
bap_value[315]=757;
bap_value[316]=751;
bap_value[317]=744;
bap_value[318]=738;
bap_value[319]=732;
bap_value[320]=725;
bap_value[321]=719;
bap_value[322]=713;
bap_value[323]=707;
bap_value[324]=701;
bap_value[325]=695;
bap_value[326]=689;
bap_value[327]=683;
bap_value[328]=677;
bap_value[329]=671;
bap_value[330]=665;
bap_value[331]=659;
bap_value[332]=653;
bap_value[333]=647;
bap_value[334]=642;
bap_value[335]=636;
bap_value[336]=630;
bap_value[337]=625;
bap_value[338]=619;
bap_value[339]=614;
bap_value[340]=608;
bap_value[341]=603;
bap_value[342]=597;
bap_value[343]=592;
bap_value[344]=587;
bap_value[345]=582;
bap_value[346]=577;
bap_value[347]=572;
bap_value[348]=567;
bap_value[349]=562;
bap_value[350]=557;
bap_value[351]=552;
bap_value[352]=547;
bap_value[353]=543;
bap_value[354]=538;
bap_value[355]=534;
bap_value[356]=529;
bap_value[357]=525;
bap_value[358]=520;
bap_value[359]=516;
bap_value[360]=512;
bap_value[361]=508;
bap_value[362]=504;
bap_value[363]=500;
bap_value[364]=496;
bap_value[365]=492;
bap_value[366]=489;
bap_value[367]=485;
bap_value[368]=481;
bap_value[369]=478;
bap_value[370]=474;
bap_value[371]=471;
bap_value[372]=468;
bap_value[373]=465;
bap_value[374]=462;
bap_value[375]=459;
bap_value[376]=456;
bap_value[377]=453;
bap_value[378]=450;
bap_value[379]=448;
bap_value[380]=445;
bap_value[381]=442;
bap_value[382]=440;
bap_value[383]=438;
bap_value[384]=435;
bap_value[385]=433;
bap_value[386]=431;
bap_value[387]=429;
bap_value[388]=427;
bap_value[389]=426;
bap_value[390]=424;
bap_value[391]=422;
bap_value[392]=421;
bap_value[393]=419;
bap_value[394]=418;
bap_value[395]=417;
bap_value[396]=416;
bap_value[397]=415;
bap_value[398]=414;
bap_value[399]=413;
bap_value[400]=412;
bap_value[401]=412;
bap_value[402]=411;
bap_value[403]=411;
bap_value[404]=410;
bap_value[405]=410;
bap_value[406]=410;
end 
always@(posedge clk_in)
begin
    sine_bap = bap_value[i];
    i = i+ 1;
    if(i == SIZE)
        i = 0;
end
endmodule
==> ./run.sh <==
#!/bin/bash
# OpenROAD 26Q1-2900-gdf79404cd8, Yosys 0.63+post, stock flow scripts
make -C /OpenROAD-flow-scripts/flow DESIGN_CONFIG=/design/flow/config.mk WORK_HOME=/design/flow/orfs finish
==> ./config.mk <==
export PLATFORM = sky130hd
export DESIGN_NAME = LUT_bap
export DESIGN_NICKNAME = LUT_bap
export VERILOG_FILES = /design/flow/design.v
export SDC_FILE = /design/flow/constraint.sdc
export NUM_CORES = 4
export LEC_CHECK = 1
export CORE_UTILIZATION = 50
export SYNTH_MEMORY_MAX_BITS = 65536
==> ./constraint.sdc <==
current_design LUT_bap

set clk_period 6.7
set clk_io_pct 0.2

create_clock -name clk0 -period $clk_period [get_ports {clk_in}]

set non_clock_inputs [all_inputs -no_clocks]
set_input_delay [expr $clk_period * $clk_io_pct] -clock clk0 $non_clock_inputs
set_output_delay [expr $clk_period * $clk_io_pct] -clock clk0 [all_outputs]
==> flow report <==
RUN STATUS
------------------------------------------------------------------------------------
Status                                                                  finished, final reports clean

SETUP PATH
------------------------------------------------------------------------------------
CP arrival                                                                   4330 ps
CP max-delay cell                                                            dfxtp_2
Worst-case register-to-register setup slack                                  2570 ps
CP most frequent cell                                                         nor2_1
Crit path kind                                                               reg2reg
Crit path to                                                             sine_bap[1]
Reg-to-Reg Start                                                                i[2]
Cell chain of the critical path                                         buf_4, clkinv_1, ha_1, nor2_1, inv_1, o21ai_0, a21oi_1, a2111oi_0, nor2_1, mux4_2
Timing startpoint of the critical path                                          i[2]
Endpoint class of the critical path                                         register
Worst R2R Path Depth                                                              10
Data required, critical path                                                 6890 ps
Crit start category                                                         register
Max Fanout on Critical Path                                                       42
Critical Path Max Stage Delay                                                 690 ps
Endpoint of the worst-slack reg-to-reg timing path                       sine_bap[1]

TIMING
------------------------------------------------------------------------------------
Worst relative slew slack                                                      39.3%
Setup repair after global routing missed its margin                            false
Setup total negative slack                                                      0 ps
Final number of hold-violating endpoints                                           0
Count of endpoints failing setup in the final report                               0
Tmin final                                                                   4130 ps
Share of the cycle needed by the critical path after routing                   61.7%
Maximum frequency from static timing analysis                                242 MHz
Max-slew violation total from the final report                                     0
Clk_skew                                                                     18.0 ps
Pin slew with the least headroom to its limit                                 900 ps

DRT
------------------------------------------------------------------------------------
Total DRC errors in the routed layout                                              0
Routed wire per std cell                                                23.6 microns
Routed vias/inst                                                                6.86
Violation count after the first detailed-route iteration                         909
Number of vias in the routed layout                                            6,047
Iteration count of the initial detailed-routing pass                               6
Antenna violation net count after detailed routing                                 0
Routed wire length                                                           20.8 mm

FLOORPLANNING
------------------------------------------------------------------------------------
Row count                                                                         37
Horizontal extent of the die                                             105 microns
I/O pin count                                                                     13
Chip footprint                                                          10,900 sq um
Vertical die size                                                        105 microns
Area inside the core boundary                                           10,300 sq um
Init Core Util                                                                 51.2%

POWER
------------------------------------------------------------------------------------
Leakage power summed over all cells                                          1.51 nW
Total power of the final layout                                           0.000439 W
Worst-case vdd ir drop                                                     0.0748 mV
Power Dens Cells                                                        80.8 nW/um^2

CLOCK TREE
------------------------------------------------------------------------------------
Buffer type at the clock tree root                                          clkbuf_8
Post CTS Setup Buffer Count                                                        0
Maximum level of the CTS H-tree                                                    2
Clock transition at the registers of the reported paths                       100 ps
Clock buffers created by TritonCTS                                                 5
Post-cts gate resize count                                                         0
Number of buffers inserted for hold repair after clock tree synthesis              0
Insertion delay at the late pin of the worst-skew pair                        310 ps
Clock Tree Buf Depth                                                               2
Sink count of the clock tree                                                      43
CTS tree                                                                        done

SYNTH
------------------------------------------------------------------------------------
Number of storage elements in the synthesis netlist                               43
Top cells, area                                                         dfxtp_1 (16%), a21oi_1 (6.7%), nand2_1 (6.5%), o21ai_0 (5.8%), nor2_1 (5.5%)
Share of async-settable or async-resettable flops after synthesis                 0%
Largest area contributor in the netlist                                      dfxtp_1
Synth Seq Share                                                                16.4%
Synth cell types                                                                  69
Commonest cells in the netlist                                          nand2_1 (91), nor2_1 (77), a21oi_1 (70), o21ai_0 (61), clkbuf_1 (51)
Share of the synthesized area in the top cell type                             16.4%
Average size of a mapped cell                                             6.69 sq um
Flip-flops with a built-in enable                                                  0
Dominant register cell in the synthesized netlist                            dfxtp_1
Synthesized netlist cell count                                                   787
Synthesized area                                                          5260 sq um
Cells in synth_stat.txt                                                          787
YS chip area                                                              5260 sq um
Ys Warns                                                                           1
Synth top cell by count                                                      nand2_1

PLACED DESIGN
------------------------------------------------------------------------------------
Routability-driven placement congestion ratio                                   1.02
Placed Cells                                                                     872
Post-DP HPWL                                                                 14.2 mm
IO buf count                                                                      11

GLOBAL ROUTING
------------------------------------------------------------------------------------
Global route total overflow                                                        0
Pin count of the biggest net entering global routing                              86
Initial antenna violation count                                                    2
First-pass GRT wire length                                                   32.3 mm
Number of global-route vias before repair                                      5,544
Total routing resource utilization after global routing                        38.9%

RUN
------------------------------------------------------------------------------------
Number of warnings in the stage logs                                              43
Maximum capacitance violations                                                     0

LAYOUT
------------------------------------------------------------------------------------
Share of layout cells above drive strength 1                                   5.65%
Non-Filler Instances                                                             881
Combinational Area                                                        4050 sq um
Number of fill cells                                                           1,041
Area added between synthesis and finish                                        3.31%
Reg area                                                                   868 sq um
Fraction of the core area covered by cells at the end of the flow              52.9%

WORST HOLD PATH
------------------------------------------------------------------------------------
Type of the worst min-delay path                                             reg2reg

## area by class of cell
cell class              count  area share (%)
diodes                      1          0.0460
clock buffers               6            1.34
clock inverters             2           0.207
inverters                  15            1.04
multi-input cells         654            74.4
flip-flops and latches     43            16.0
well taps                 136            3.13
repair buffers             24            3.82
## cell families (layout without fill, tap and decap cells)
kind of cell	count (synthesis)	in the layout	share of synthesized area [%]
and+or+nand+nor	312	312	29.3
xor gates and xnor gates	34	34	5.66
DFF	43	43	16.4
AOI/OAI and AO/OA	273	273	33.7
adders and majority gates	23	23	5.47
other	1	2	0.0713
buffers and inverters	90	47	6.73
muxes	11	11	2.62
## worst min path at each step
| stage | end | from | depth (start not counted) |
|---|---|---|---|
| after CTS | i[31] | i[31] | 1 |
| after global routing | i[31] | i[31] | 1 |
| final | i[31] | i[31] | 1 |
## layout by cell type (no fill, tap or decap), types with 8 or more instances in the layout
cell             count
a31oi_1             21
nand2b_1            20
o21ai_0             61
and3_1              12
ha_1                23
nand3_1             29
a221oi_1             9
xnor2_1             24
o211ai_1            15
buf_4               13
nor2b_1             16
inv_1               11
xor2_1              10
a21oi_1             70
dfxtp_1             39
nor2_1              77
nor3_1              24
a211oi_1            23
a311oi_1            12
nand4_1             12
nand2_1             91
o22ai_1              8
clkdlybuf4s50_1     11
## metrics by stage
step	cell area (sq um)	setup WS, ps	hold WS, ps
finish	5440	2570	467
global route	5430	2340	494
CTS	5430	2650	466
detailed placement	5350	2700	446
global placement	5350	2770	450
floorplan	5260	3360	432
## report_power, final
group          internal, W  switching [W]
sequential        0.000255              0
combinational            0  0.00000000678
clock            0.0000738       0.000110
## flip-flops by register name (all words and copies together), names as in the netlist
name / flops
sine_bap: 11
i: 32
## per-layer routing
metal  GRT usage [%]  up-vias  part of all wire, %
met3            10.2       71                   11
met1            57.5     2740                   43
met2            55.6      412                   42
li1                -     2824                    -
met5               0        -                    0
met4            12.8        0                  3.8
## worst max-delay path, delay by kind of cell (launching register included)
| family | cells | cell delay [ps] |
|---|---|---|
| compound gates | 3 | 680 |
| fa+ha+maj | 1 | 540 |
| buf+inv | 3 | 1170 |
| flops | 1 | 690 |
| mux | 1 | 440 |
| simple gates | 2 | 460 |
Power and IR drop assume default switching activity.
